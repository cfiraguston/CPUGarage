`flow/run.sh`:
```
#!/bin/bash
# OpenROAD 26Q1-2900-gdf79404cd8, Yosys 0.63+post, stock flow scripts
make -C /OpenROAD-flow-scripts/flow DESIGN_CONFIG=/design/flow/config.mk WORK_HOME=/design/flow/orfs finish
```
`flow/config.mk`:
```
export PLATFORM = sky130hd
export DESIGN_NAME = Traffic_lights_controller
export DESIGN_NICKNAME = Traffic_lights_controller
export VERILOG_FILES = /design/flow/design.v
export SDC_FILE = /design/flow/constraint.sdc
export NUM_CORES = 4
export LEC_CHECK = 1
export CORE_UTILIZATION = 30
```
`flow/constraint.sdc`:
```
current_design Traffic_lights_controller

set clk_period 4.9
set clk_io_pct 0.2

create_clock -name clk0 -period $clk_period [get_ports {clk}]

set non_clock_inputs [all_inputs -no_clocks]
set_input_delay [expr $clk_period * $clk_io_pct] -clock clk0 $non_clock_inputs
set_output_delay [expr $clk_period * $clk_io_pct] -clock clk0 [all_outputs]
```
`flow/design.v`:
```
module Traffic_lights_controller (
	input clk, reset,
	output reg red, yellow, green);
localparam red_state = 0;
localparam red_yellow_state = 1;
localparam green_state = 2;
localparam yellow_state = 3;
localparam red_time = 1;
localparam red_yellow_time = 2;
localparam green_time = 3;
localparam yellow_time = 4;
integer present_state, next_state;
integer present_counter, next_counter;
always @ (posedge clk or posedge reset) begin
	if (reset) begin
		present_state <= red_state;
		present_counter <= 0;
	end
	else begin
		present_state <= next_state;
		present_counter <= next_counter;
	end
end
always begin
	next_state = present_state;
	next_counter = present_counter + 1;
	case (present_state)
		red_state: begin
			if (next_counter >= red_time) begin
				next_state = red_yellow_state;
				next_counter = 0;
			end
		end
		red_yellow_state: begin
			if (next_counter >= red_yellow_time) begin
				next_state = green_state;
				next_counter = 0;
			end
		end
		green_state: begin
			if (next_counter >= green_time) begin
				next_state = yellow_state;
				next_counter = 0;
			end
		end
		yellow_state: begin
			if (next_counter >= yellow_time) begin
				next_state = red_state;
				next_counter = 0;
			end
		end
	endcase
end
always begin
	red = 1'b0;
	yellow = 1'b0;
	green = 1'b0;
	case (present_state)
		red_state: begin
			red = 1'b1;
		end
		red_yellow_state: begin
			red = 1'b1;
			yellow = 1'b1;
		end
		green_state: begin
			green = 1'b1;
		end
		yellow_state: begin
			yellow = 1'b1;
		end
	endcase
end
endmodule
```
==> Implementation_results.wiki <==
== Run summary ==
{| class="wikitable"
! Metric !! Value
|-
| Number of cells in Yosys stat || around 260
|-
| Critical Path End Type || register
|-
| Cts-stage hold buffer count || 0
|-
| Total cell area reported by yosys after synthesis || ~0.0023 mm²
|-
| Setup slack, reg-to-reg || ~1.4 ns
|-
| Setup-failing EPs final || 0
|-
| Fraction of final layout cells sized beyond drive strength 1 || 0.1318
|-
| Cell area reported after detailed placement || 0.002449 mm²
|-
| Post-route DRC violation count || 0
|-
| Number of optimization iterations in the first detailed-route pass || 5
|-
| Run status || finished, final reports clean
|-
| Master of the slowest instance on the critical path || sky130_fd_sc_hd__or4_1
|-
| Post-layout minimum cycle time || 3.451 ns
|-
| Tightest Pin Transition || about 0.7 ns
|-
| Worst clock skew || roughly 0.0067 ns
|-
| Clock input transition at the sequential cells of the worst setup and hold paths || about 0.070 ns
|-
| Relative contribution of the clock network to total power || 0.398
|-
| Post-synthesis async set-or-reset flop share || 1.000
|-
| Via count of the first global-routing pass || around 1.8k
|-
| Root cell of the clock tree || sky130_fd_sc_hd__clkbuf_8
|-
| DRC violation total after the first TritonRoute iteration || 126
|-
| Effective utilization at floorplan || 0.3168
|-
| Number of failing hold endpoints at the final stage || 0
|-
| DPL Wire Length || between 3 and 4 mm
|-
| Chip area || approximately 0.0082 mm²
|-
| Classification of the worst-slack hold path || reg2reg
|-
| Worst supply voltage drop on vdd || roughly 0.17 mV
|-
| Cts repair resizes || 0
|-
| Aggregate negative setup slack || 0 ns
|-
| Min Hold Slack || roughly 0.52 ns
|-
| Utilization after layout || 0.3415
|-
| Longest individual stage delay on the worst path || roughly 0.73 ns
|-
| Die width || 90.46 µm
|-
| Number of buffers on the longest clock path || 2
|-
| Flip-flops with a built-in enable || 0
|-
| Number of vias after detailed routing || around 1.8k
|-
| Remaining global-route overflow || 0
|-
| Number of routed nets with antenna violations || 0
|-
| Number of antenna violations at the first check in global routing || 0
|-
| CTS Sinks || 36
|-
| Via density per instance || roughly 5.1
|-
| Type of origin of the critical path || register
|-
| Top cells by area || sky130_fd_sc_hd__dfrtp_1 37%, sky130_fd_sc_hd__xnor2_1 7.1%, sky130_fd_sc_hd__nor2_1 6.2%
|-
| Sequential-to-total area share from yosys stat || 0.3843
|-
| Final weighted congestion in routability-driven placement || approximately 0.85
|-
| Post-route cell area || between 0.002 and 0.003 mm²
|-
| GRT Resource Usage Total || 0.1289
|-
| Slew margin rel. || 0.5367
|-
| Arrival time at the worst endpoint || ~3.6 ns
|-
| Most common logic cells in the final layout || 39 x sky130_fd_sc_hd__nor2_1, 35 x sky130_fd_sc_hd__dfrtp_1, 19 x sky130_fd_sc_hd__xnor2_1
|-
| Switching power summed over all nets || between 100 and 150 µW
|-
| Count of final max-slew check failures || 0
|-
| Dominant logic cell type in the layout || sky130_fd_sc_hd__nor2_1
|-
| Power density cells || ~200 mW/mm²
|-
| Data required, critical path || ~5.1 ns
|-
| DRT Wirelength || 4.780 mm
|-
| Pin count of the biggest net entering global routing || 37
|-
| Diodes inserted || 0
|-
| Achievable frequency || approximately 0.29 GHz
|-
| Post-synthesis area per instance || 9.133 µm²
|-
| Count of input and output buffers || 4
|-
| Setup WS post-layout || 1.449 ns
|-
| Number of levels in the clock H-tree || 2
|-
| Pre-CTS setup slack || around 1.4 ns
|-
| Max Cap Viol || 0
|-
| Final period util || 0.7043
|-
| WL/cell || approximately 13 µm
|-
| Setup repair after global routing missed its margin || false
|-
| Worst setup path class || reg2reg
|-
| Critical-path cell list || nand3_1, or4_1, o31a_1, o211a_1, o2111ai_4, nor3_4, a211oi_4, buf_4, nor2_1
|-
| Stage-log warning count || 28
|-
| Top-level port count || 5
|-
| Area of the core region || 0.007408 mm²
|-
| Height of the die || 90.46 µm
|-
| P&R area growth vs syn || 7.783%
|-
| CTS tree || built
|-
| Number of unique standard cell types used by synthesis || ~47
|-
| # placed instances || about 350
|-
| Overall power of the completed layout || 504.8 µW
|-
| Largest driver fanout on the critical path || 23
|-
| Synthesis Warnings || 1
|-
| Leading area contributor after synthesis || sky130_fd_sc_hd__dfrtp_1
|-
| Leakage Power || between 0.9 and 1 nW
|-
| Buffer count from post-CTS setup fixing || 0
|-
| Number of instances in the synthesized netlist || approximately 260
|-
| Num rows || 31
|-
| FILL cells || between 700 and 800
|-
| Logic pwr share || 0.014
|-
| Top delay family on crit path || AND-OR/OR-AND gates
|-
| Final standard cell count with taps included and fillers excluded || ~360
|-
| Wire length of the first global-routing pass || about 8.6 mm
|-
| Clk latency late pin || around 0.28 ns
|-
| Post-Syn Area || ~0.0023 mm²
|-
| Largest type area fraction || 0.3731
|-
| CTS Buf Count || 5
|-
| Buffering stage count on the worst path with inverters included || 1
|-
| Sequential share of power || 0.588
|-
| Number of register bits inferred by synthesis || 36
|-
| Switching share of power || 0.2114
|-
| Cell internal power dissipation || 398.1 µW
|-
| Predominant post-synthesis flop cell || sky130_fd_sc_hd__dfrtp_1
|}
-- power by group through the flow --
| stage | Combinational, mW | Clock (mW) | Sequential [mW] |
|---|---|---|---|
| after global routing | 0.00872 | 0.220 | 0.297 |
| final | 0.00707 | 0.201 | 0.297 |
| after CTS | 0.00767 | 0.207 | 0.297 |
-- synthesized netlist by cell type (4+ instances only) --
library cell	count
sky130_fd_sc_hd__nand4_1	10
sky130_fd_sc_hd__nor2_2	10
sky130_fd_sc_hd__nor4_1	11
sky130_fd_sc_hd__dfrtp_1	35
sky130_fd_sc_hd__nand2_1	17
sky130_fd_sc_hd__nand3_1	16
sky130_fd_sc_hd__ha_1	4
sky130_fd_sc_hd__nor2_1	39
sky130_fd_sc_hd__clkbuf_1	5
sky130_fd_sc_hd__inv_1	11
sky130_fd_sc_hd__xor2_1	13
sky130_fd_sc_hd__nor3_1	7
sky130_fd_sc_hd__xnor2_1	19
sky130_fd_sc_hd__buf_2	4
-- worst register-to-register path, delay by kind of cell, from the launching register on --
| kind | cells | cell delay, ns |
|---|---|---|
| AND/OR/NAND/NOR | 4 | 1.12 |
| flip-flops | 1 | 0.46 |
| AND-OR/OR-AND | 4 | 1.35 |
| buffers and inverters | 1 | 0.39 |
-- final cells by class --
| class | instances | area, µm² | area share |
|---|---|---|---|
| Sequential cell | 36 | 902.1 | 0.3566 |
| Tap cell | 99 | 123.9 | 0.04896 |
| Inverter | 11 | 41.29 | 0.01632 |
| Timing Repair Buffer | 6 | 55.05 | 0.02176 |
| Clock inverter | 1 | 5.005 | 0.001978 |
| Clock buffer | 7 | 76.32 | 0.03017 |
| Multi-Input combinational cell | 197 | 1326 | 0.5242 |
-- layer usage --
layer	track usage	part of all wire
met1	0.2056	0.51
met2	0.1940	0.45
met3	0.02393	0.035
met4	0.009409	0.0044
met5	0	0
-- flip-flops by register name (all words and copies together), names as in the netlist --
name / flops
present_counter: 32
present_state: 4
-- logic make-up (layout without fill, tap and decap cells) --
logic type,count (synthesis),after routing,synth area share
DFF,36,36,0.3843
buffers and inverters,24,25,0.05064
and+or+nand+nor,129,129,0.3033
muxes,4,4,0.01759
adders and majority gates,4,4,0.02132
AOI/OAI and AO/OA,28,28,0.1034
xor gates and xnor gates,32,32,0.1194
-- worst paths after layout --
| kind | cells past startpoint | endpoint | from |
|---|---|---|---|
| min in group asynchronous | 3 | present_counter[14] | reset |
| worst min register to register | 2 | present_state[0] | present_state[0] |
| max in group asynchronous | 3 | present_state[0] | reset |
| worst max-delay path | 9 | present_counter[26] | present_counter[2] |
| worst min-delay path | 2 | present_state[0] | present_state[0] |
| worst max register to register | 9 | present_counter[26] | present_counter[2] |
No activity file was given, so power comes from the tool's default toggle rates.
