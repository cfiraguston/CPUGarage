[config.mk]
export PLATFORM = sky130hd
export DESIGN_NAME = PSM
export DESIGN_NICKNAME = PSM
export VERILOG_FILES = /design/flow/design.v
export SDC_FILE = /design/flow/constraint.sdc
export NUM_CORES = 4
export LEC_CHECK = 1
export CORE_UTILIZATION = 30
[constraint.sdc]
current_design PSM

set clk_period 8.1
set clk_io_pct 0.2

create_clock -name clk0 -period $clk_period [get_ports {Clock}]

set non_clock_inputs [all_inputs -no_clocks]
set_input_delay [expr $clk_period * $clk_io_pct] -clock clk0 $non_clock_inputs
set_output_delay [expr $clk_period * $clk_io_pct] -clock clk0 [all_outputs]
[design.v]
module PSM (
	input Clock,
	input ResetN,
	input [7:0] Din1,
	input [7:0] Din2,
	input Start,
	output reg Ready,
	output reg Op1,
	output reg Op2,
	output reg Op3,
	output reg [7:0] Dout
);
localparam idle_state = 0;
localparam op1_state = 1;
localparam op2_state = 2;
localparam op3_state = 3;
localparam op1_time = 50_000_000;	 
localparam op2_time = 35_000_000;	 
localparam op3_time = 25_000_000;	 
integer present_state, next_state;
integer present_counter, next_counter;
localparam PSM_not_ready = 1'b0;
localparam PSM_ready = 1'b1;
reg [7:0] sample1, sample2;
always @ (posedge Clock or negedge ResetN) begin
	if (!ResetN) begin
		present_state <= idle_state;
		present_counter <= 0;
		sample1 <= 8'b0;
		sample2 <= 8'b0;
	end
	else begin
		present_state = next_state;
		present_counter = next_counter;
		if (present_state == idle_state) begin
			if (Start) begin
				present_state <= op1_state;
				present_counter <= 0;
				sample1 <= Din1;
				sample2 <= Din2;
			end
		end
	end
end
always begin
	next_state = present_state;
	next_counter = present_counter + 1;
	case (present_state)
		idle_state: begin
			next_state = idle_state;
			next_counter = 0;
		end
		op1_state: begin
			if (next_counter >= op1_time) begin
				next_state = op2_state;
				next_counter = 0;
			end
		end
		op2_state: begin
			if (next_counter >= op2_time) begin
				next_state = op3_state;
				next_counter = 0;
			end
		end
		op3_state: begin
			if (next_counter >= op3_time) begin
				next_state = idle_state;
				next_counter = 0;
			end
		end
		default: begin
			next_state = idle_state;
			next_counter = 0;
		end
	endcase
end
always begin
	Ready = PSM_ready;
	Op1 = 1'b0;
	Op2 = 1'b0;
	Op3 = 1'b0;
	Dout = 8'b0;
	case (present_state)
		idle_state: begin
		end
		op1_state: begin
			Ready = PSM_not_ready;
			Op1 = 1'b1;
			Dout = sample1 | sample2;
		end
		op2_state: begin
			Ready = PSM_not_ready;
			Op2 = 1'b1;
			Dout = sample1 ^ sample2;
		end
		op3_state: begin
			Ready = PSM_not_ready;
			Op3 = 1'b1;
			Dout = ~((~sample1) & sample2);
		end
		default: begin
		end
	endcase
end
endmodule
[run.sh]
#!/bin/bash
# OpenROAD 26Q1-2900-gdf79404cd8, Yosys 0.63+post, stock flow scripts
make -C /OpenROAD-flow-scripts/flow DESIGN_CONFIG=/design/flow/config.mk WORK_HOME=/design/flow/orfs finish
==> impl_metrics.py <==
# Auto-generated metrics
metrics = {
    "cts": {
        "path_clk_slew_ps": 70,
        "clockBufferDepth": 2,
        "cts_setup_buffers": 0,
        "htreeDepth": 2,
        "clkSinkCount": 54,
        "postCtsHoldBufs": 0,
        "clock_latency_ps": 290,
        "cts_made_buffers": 5,
        "cts_tree": "built",
        "cts_resized": 0,
        "cts_root_buffer": "clkbuf_16",
    },
    "floorplan": {
        "fp-utilization_pct": 30.8,
        "die_h_um": 113,
        "core-area_um2": 12000,
        "dieArea_um2": 12800,
        "rows": 40,
        "ioPinCount": 31,
        "die_w_um": 113,
    },
    "place": {
        "pre_cts_slack_ps": 3630,
        "gp_congestion": 0.886,
        "place_inst": 562,
        "dpl.hpwl_mm": 5.69,
        "io_buffers": 30,
        "post_dp_cell_area_um2": 4090,
    },
    "synth": {
        "async_flop_share_pct": 100,
        "edf_count": 0,
        "synth_area_per_cell_um2": 9.05,
        "synthCells": 409,
        "synth_stat.cells": 409,
        "ys_chip_area_um2": 3700,
        "synth_cell_types": 60,
        "ys.flop_type": "dfrtp_1",
        "yosysWarnings": 1,
        "synthesis.area_um2": 3700,
        "ys.flops": 54,
        "yosysSeqAreaShare_pct": 36.6,
    },
    "detailed_routing": {
        "wire_per_inst_um": 14.5,
        "vias": 3094,
        "drt_wl_total_mm": 8.24,
        "n_antenna_cell": 0,
        "drc": 0,
        "drt-initial-drc-count": 109,
        "antenna_left": 0,
        "post_drt_via_cell_ratio": 5.43,
        "drtPass1Iterations": 4,
    },
    "setup_path": {
        "cp.arrival_ps": 4820,
        "slowest_delay_ps": 920,
        "crit_buf_inv": 1,
        "crit_family": "simple AND/OR/NAND/NOR gates",
        "cp-end-kind": "flip-flop",
        "crit_type": "reg -> reg",
        "crit_chain": "nand4_1, or4_1, or3_1, a21oi_1, o21ai_0, a2111oi_0, nor2_1, a221oi_2, buf_4, nor3_1",
        "crit_required_ps": 8260,
        "cp-start-kind": "flip-flop",
        "cpMaxStageDelayCell": "or4_1",
        "worstPathMaxFanout": 31,
    },
    "timing": {
        "tightest_slew_ps": 910,
        "final_max_slew_viol_count": 0,
        "setup_ws_ps": 3440,
        "skew_ps": 5.01,
        "setup_violations": 0,
        "fin_tns_setup_ps": 0,
        "relSlewSlack_pct": 37.7,
        "finalHoldViolations": 0,
        "rsz0062_at_grt": "no",
        "finalCritPeriodShare_pct": 57.5,
        "max_freq_mhz": 215,
        "timing.hold.ws_ps": 489,
        "final.min_clock_period_ps": 4660,
    },
    "power_and_ir_drop": {
        "power.density_nw_per_um2": 219,
        "power_mw": 0.934,
        "vdd_drop_max_mv": 0.145,
        "leakagePower_nw": 1.72,
    },
    "global_routing": {
        "antenna_found_initial": 0,
        "grt.total_usage_pct": 13.7,
        "grt_max_degree": 55,
        "grt_pass1_wl_mm": 14.1,
        "grt_pass1_vias": 2869,
        "grt-ovfl-total": 0,
    },
    "cells_and_area": {
        "area_delta_synth_final_pct": 15.3,
        "drive_above_1_share_pct": 8.04,
        "finish.utilization_pct": 35.5,
        "instances_no_fill": 570,
        "design_area_um2": 4270,
    },
    "run": {
        "drv_cap": 0,
        "warning_count": 35,
    },
    "min_path": {
        "hold_class": "reg -> reg",
    },
    "status": {
        "status": "completed",
    },
}
-- sequential cells by signal (all words and copies together) (netlist names), named ones only --
name	cells
sample2	8
present_counter	32
present_state	4
sample1	8
-- path summary, 6_finish.rpt --
path	start	endpoint	slack, ps	cells past startpoint
setup / recovery	present_counter[7]	present_counter[4]	3440	10
hold / removal	sample1[7]	sample1[7]	490	1
setup reg to reg	present_counter[7]	present_counter[4]	3440	10
hold reg to reg	sample1[7]	sample1[7]	490	1
max in group asynchronous	ResetN	present_counter[16]	6190	2
min in group asynchronous	ResetN	sample1[4]	1450	2
-- placed cells by master, fill, tap and decap left out, types with 3 or more instances in the layout --
cell type	count
dfrtp_1	53
nor3_1	44
nand2_1	34
clkdlybuf4s50_1	29
inv_1	24
xnor2_1	21
nor2_1	19
ha_1	18
nand3_1	17
a21oi_1	15
xor2_1	13
mux2_2	12
o221ai_1	8
nand4_1	8
and3_1	8
o21ai_0	8
nor4_1	7
clkbuf_16	5
buf_4	5
a211oi_1	4
and4_1	4
nor3b_1	4
mux2_1	4
or4_1	3
o211ai_1	3
and2_1	3
nand3b_1	3
a22oi_1	3
-- Yosys cell counts, types with 3 or more instances --
| library cell | instances | area [um^2] |
|---|---|---|
| a21oi_1 | 15 | 75.1 |
| nand3_1 | 17 | 85.1 |
| a22oi_1 | 3 | 22.5 |
| dfrtp_1 | 53 | 1330 |
| xor2_1 | 13 | 114 |
| nor3_1 | 44 | 220 |
| nor4_1 | 7 | 43.8 |
| mux2_1 | 4 | 45.0 |
| nor2_1 | 19 | 71.3 |
| o21ai_0 | 8 | 40.0 |
| and4_1 | 4 | 35.0 |
| xnor2_1 | 21 | 184 |
| o221ai_1 | 8 | 70.1 |
| nor3b_1 | 4 | 30.0 |
| a211oi_1 | 4 | 30.0 |
| o211ai_1 | 3 | 22.5 |
| and2_1 | 3 | 18.8 |
| nand3b_1 | 3 | 22.5 |
| ha_1 | 18 | 225 |
| and3_1 | 8 | 50.1 |
| buf_2 | 9 | 45.0 |
| or4_1 | 3 | 22.5 |
| mux2_2 | 12 | 135 |
| clkbuf_1 | 16 | 60.1 |
| nand2_1 | 34 | 128 |
| inv_1 | 24 | 90.1 |
| nand4_1 | 8 | 50.1 |
-- worst reg2reg max path: cells and delay by family, from the launching register on --
| kind | cells | cell delay [ps] |
|---|---|---|
| AND/OR/NAND/NOR | 5 | 2200 |
| AND-OR/OR-AND | 4 | 1520 |
| flip-flops | 1 | 450 |
| buffers and inverters | 1 | 370 |
-- report_power, final --
group          internal, mW  switching [mW]
Sequential            0.331          0.0619
Combinational         0.166           0.124
Clock                 0.148           0.104
Total                 0.645           0.289
-- layout make-up --
| cell class | count | area, um^2 |
|---|---|---|
| clock buffer | 5 | 125 |
| sequential | 54 | 1350 |
| tap | 147 | 184 |
| clock inverter | 3 | 48.8 |
| fill | 1202 | 7750 |
| multi-input combinational | 301 | 2130 |
| timing repair buffer | 35 | 333 |
| inverter | 25 | 93.8 |
-- layer usage --
metal / up-vias / global-route usage [%] / wire length, um
li1: 1516 / - / -
met1: 1474 / 21.5 / 4040
met2: 93 / 20.7 / 3610
met3: 11 / 2.29 / 471
met4: 0 / 1.84 / 112
met5: - / 0 / 0
-- cell families after synthesis --
group	share of synthesized area, %
compound gates	13.4
xor+xnor	8.05
fa+ha+maj	6.09
buf+inv	6.09
flops	36.6
mux	5.14
simple gates	24.7
